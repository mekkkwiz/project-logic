==> flow/design.v <==
module pulse_generator(clk,reset,s,x,P,L);
    input clk,reset,s,x; 
    output reg P,L;  
    localparam s0=2'b00, 
               s1=2'b01,
               s2=2'b10,
               s3=2'b11;
    reg [1:0]state;
    reg [1:0]next_state;
    initial state<=s0;
    always@(posedge clk)
        begin
            state<=next_state;
        end
    always@(posedge clk)
        begin
            if(reset)
                next_state<=s0;
            else if(!reset)
                begin
                    case(state)
                        s0: begin
                            if(s==1)
                                next_state<=s1;
                            else if(s==0)
                                next_state<=s0;
                        end
                        s1: begin
                            if(s==1)
                                next_state<=s2;
                            else if(s==0)
                                next_state<=s0;
                        end
                        s2: begin
                            if((s==1)&&(x==0))
                                next_state<=s3;
                            else if((s==1)&&(x==1))
                                next_state<=s1;
                            else if(s==0)
                                next_state<=s0;
                        end
                        s3: begin
                            if((s==1)&&(x==1))
                                next_state<=s1;
                            else if((s==1)&&(x==0))
                                next_state<=s3;
                            else if(s==0)
                                next_state<=s0;
                        end
                    endcase
                end
        end
    always@(state)
        begin
            case(state)
                s0:begin
                    P=0;
                    L=0;
                end
                s1:begin
                    P=1;
                    L=1;
                end
                s2:begin
                    P=0;
                    L=1;
                end
                s3:begin
                    P=0;
                    L=1;
                end
                default:begin
                    P=0;
                    L=0;
                end
            endcase
        end
endmodule
==> flow/run.sh <==
#!/bin/bash
# OpenROAD 26Q1-2900-gdf79404cd8, Yosys 0.63+post, stock flow scripts
make -C /OpenROAD-flow-scripts/flow DESIGN_CONFIG=/design/flow/config.mk WORK_HOME=/design/flow/orfs finish
==> flow/config.mk <==
export PLATFORM = sky130hd
export DESIGN_NAME = pulse_generator
export DESIGN_NICKNAME = pulse_generator
export VERILOG_FILES = /design/flow/design.v
export SDC_FILE = /design/flow/constraint.sdc
export NUM_CORES = 4
export LEC_CHECK = 1
export CORE_AREA = 10 10 70 70
export DIE_AREA = 0 0 80 80
==> flow/constraint.sdc <==
current_design pulse_generator

set clk_period 1.3
set clk_io_pct 0.2

create_clock -name clk0 -period $clk_period [get_ports {clk}]

set non_clock_inputs [all_inputs -no_clocks]
set_input_delay [expr $clk_period * $clk_io_pct] -clock clk0 $non_clock_inputs
set_output_delay [expr $clk_period * $clk_io_pct] -clock clk0 [all_outputs]
==> out/metrics.yaml <==
outcome: "finished, final reports clean"
grt_first_pass_wirelength_um: 503
leakage_nw: 0.108
firstDrtPassIters: 1
hold_buffers: 0
period_used_pct: 94.0
die_x_um: 80
cts_sinks: 4
antenna_found_initial: 0
grt_max_degree: 4
grt_pass1_vias: 106
final_cells: 65
gp_congestion: 0.642
maxCapViolCount: 0
setup_viol: 0
tool_warnings: 25
clkTransAtPathRegs_ns: 0.04
fillCellCount: 413
cp.required_ns: 1.04
wl_per_cell_um: 5.29
cts-root-buf: "clkbuf_4"
vdd_drop_max_uv: 300
ys_cells: 10
crit_arrival_ns: 0.96
hold_class: "reg2reg"
core_mm2: 0.00342
htree_levels: 1
ys_seq_share_pct: 66.0
ant_nets: 0
antenna_cells: 0
via_count: 105
crit_fanout: 3
cts_tree: "yes"
numPortBuffers: 5
ys_types: 7
wirelength_um: 344
cp-start-kind: "register"
synth_area_um2: 121
avgSynthCellArea_um2: 12.1
synthAdderAreaFrac_pct: 0
drc: 0
die_area_mm2: 0.00640
ys_sh_simple_pct: 25.8
synth_async_sr_flop_share_pct: 0
final_core_util_pct: 7.58
top_cell_area_share_pct: 66.0
die_y_um: 80
grt-ovfl-total: 0
max_slew_margin_pct: 92.2
cts_buffer_depth: 2
slew_violations: 0
p_per_area_mw_per_mm2: 1190
numSynthFlops: 4
yosysWarningCount: 1
fin_worst_skew_ns: 0.000963
viasPerCell: 1.62
synthCells: 10
synthMuxAreaShare_pct: 0
fp-row-count: 21
aoi_share_pct: 8.25
drt_iter0_markers: 0
fmax_mhz: 818
most_common_cell: "dfxtp_1"
power_mw: 0.309
cts-buffers-inserted: 3
placed_cells: 61
tightest_slew_ns: 0.117
combGateArea_um2: 46.3
top_logic_kind: "simple AND/OR/NAND/NOR gates"
finalWorstPathRequiredPeriod_ns: 1.22
synth_chip_area_um2: 121
critPathKind: "reg2out"
end_kind: "primary output"
pin_count: 6
netlist.top_cell.by_area: "dfxtp_1"
gr-usage-all-layers_pct: 1.16
drive_gt1_share_pct: 42.1
initial_core_util_pct: 3.55
rsz0062_at_grt: "false"
ys_sh_xor_pct: 0
ys.flop_type: "dfxtp_1"
synth.area.top_cells: "dfxtp_1 66%, o21ba_1 8.2%, nor2b_2 7.2%"
synth-edff-count: 0
areaGrowthSynthToFinish_pct: 113
fin_setup_tns_ns: 0
seqCellArea_um2: 81.3
hold_violations: 0
whs_ns: 0.322
clk_latency_ns: 0.23
## path summary, 6_finish.rpt
path / startpoint / to / slack, ns / cells past startpoint
setup / recovery: state[1]$_DFF_P_ / L / 0.08 / 2
hold reg to reg: next_state[0]$_SDFFE_PP0P_ / state[0]$_DFF_P_ / 0.32 / 0
hold / removal: next_state[0]$_SDFFE_PP0P_ / state[0]$_DFF_P_ / 0.32 / 0
setup reg to reg: state[0]$_DFF_P_ / next_state[1]$_SDFFE_PP0P_ / 0.49 / 3
## placed cells by master (no fill, tap or decap), drive strengths merged
master,count
dlygate4sd2,1
or2,1
clkdlybuf4s50,3
clkbuf,3
nor2b,2
nand2b,1
o21ba,1
dfxtp,4
buf,2
nor2,1
## through the flow
stage          setup slack (ns)  instance area (um^2)
3_5_place_dp             0.0147                   229
4_1_cts                  0.0531                   259
2_1_floorplan             0.482                   121
5_1_grt                  0.0328                   259
6_report                 0.0777                   259
3_3_place_gp             0.0130                   229
## sequential cells by signal, summed over array words and instances, names as in the netlist
signal and cells:
next_state 2, state 2
## final cells by class
type / count / area share, %
clock buffer: 3 / 8.70
multi-input combinational: 6 / 17.9
timing repair buffer: 6 / 19.8
tap: 46 / 22.2
sequential: 4 / 31.4
## logic make-up (layout without fill, tap and decap cells)
logic type | after synthesis | in the layout
and+or+nand+nor | 5 | 5
AOI/OAI and AO/OA | 1 | 1
buffers and inverters | 0 | 9
DFF | 4 | 4
## routing by layer
layer	GRT usage (%)	routed length [um]	vias up
met1	1.00	139	45
met3	1.59	54	2
met4	0.352	5	0
met5	0	0	-
met2	1.52	145	7
li1	-	-	51
## report_power, final
group	switching, mW	internal [mW]
combinational	0.00583	0.0195
sequential	0.00207	0.129
clock	0.0496	0.103
total	0.0575	0.252
## critical path: stages, from the launching register on
cell and delay, ns:
dfxtp_2 0.32, or2_2 0.29, buf_2 0.12
## timing repair
item	CTS	global route
setup buffers	1	0
setup endpoints to repair	2	0
resized	6	0
